==> ./design.v <==
module SixLetter16SegmentDisplay(
    input [7:0] char1,  
    input [7:0] char2,  
    input [7:0] char3,  
    input [7:0] char4,  
    input [7:0] char5,  
    input [7:0] char6,  
    output reg [15:0] seg1,  
    output reg [15:0] seg2,  
    output reg [15:0] seg3,  
    output reg [15:0] seg4,  
    output reg [15:0] seg5,  
    output reg [15:0] seg6   
);
    function [15:0] charTo16Segment;
        input [7:0] ascii;
        begin
            case (ascii)
                8'h41: charTo16Segment = 16'b0000_1111_1111_1111;  
                8'h42: charTo16Segment = 16'b0000_1111_0111_1011;  
                8'h43: charTo16Segment = 16'b0000_1010_0011_1111;  
                8'h44: charTo16Segment = 16'b0000_1111_0111_0111;  
                8'h45: charTo16Segment = 16'b0000_1010_0111_1111;  
                8'h46: charTo16Segment = 16'b0000_1010_0111_1000;  
                default: charTo16Segment = 16'b0000_0000_0000_0000;  
            endcase
        end
    endfunction
    always @(*) begin
        seg1 = charTo16Segment(char1);
        seg2 = charTo16Segment(char2);
        seg3 = charTo16Segment(char3);
        seg4 = charTo16Segment(char4);
        seg5 = charTo16Segment(char5);
        seg6 = charTo16Segment(char6);
    end
endmodule
==> ./run.sh <==
#!/bin/bash
# OpenROAD 26Q1-2900-gdf79404cd8, Yosys 0.63+post, stock flow scripts
make -C /OpenROAD-flow-scripts/flow DESIGN_CONFIG=/design/flow/config.mk WORK_HOME=/design/flow/orfs finish
==> ./config.mk <==
export PLATFORM = sky130hd
export DESIGN_NAME = SixLetter16SegmentDisplay
export DESIGN_NICKNAME = SixLetter16SegmentDisplay
export VERILOG_FILES = /design/flow/design.v
export SDC_FILE = /design/flow/constraint.sdc
export NUM_CORES = 4
export LEC_CHECK = 1
export CORE_AREA = 10 10 72 72
export DIE_AREA = 0 0 82 82
==> ./constraint.sdc <==
current_design SixLetter16SegmentDisplay

set clk_period 3.4
set clk_io_pct 0.2

create_clock -name clk0 -period $clk_period

set non_clock_inputs [all_inputs -no_clocks]
set_input_delay [expr $clk_period * $clk_io_pct] -clock clk0 $non_clock_inputs
set_output_delay [expr $clk_period * $clk_io_pct] -clock clk0 [all_outputs]
==> summary.txt <==
Main metrics from the flow reports.

The flow ran to the end, and the final reports show no timing, DRC or antenna violations. Synthesis produced 164 cells. The number of detailed-routing iterations run before antenna repair is 4. The initial antenna violation count is 0. For the worst setup path, the data required time is 2.72 ns. The average cell area after synthesis came out at 6.65 um^2. The residual antenna-violating net count after detailed routing is 0. The number of cells in the yosys synthesis report is 164. The number of standard cells in the layout, taps in and fillers out is 294. The stage logs contain a warning count of 32. Summed over all routing layers, the global router reports a total usage of 0.105. Entering global routing, the biggest net connects 10 pins. The core utilization at floorplan came out at 0.296. The detailed placer's ending HPWL is 3860 um. Traced cell by cell, the critical path runs through clkdlybuf4s50_1 -> nor4_2 -> nand2_2 -> nor3_1 -> clkdlybuf4s50_1. The via count of the first global-routing pass came out at 1182. The cell area power density is 65.5 nW/um^2. The gate-level netlist out of Yosys references 21 unique cell types. The number of post-CTS setup repair buffers is 0. On the critical path the largest part of the delay comes from buffers and inverters. Looking at the critical path, the highest net fanout was 7.

Looking at the critical path, the single cell with the biggest stage delay is clkdlybuf4s50_1. The number of top-level pins came out at 144. VDD sags by at most 0.0000407 V.

The area overhead of the layout relative to synthesis came out at 83.8%. By instance count, the cell type seen most on the critical path is clkdlybuf4s50_1. The worst endpoint data arrival time came out at 2.50 ns. The layout stage reports a final design area of 2010 um^2. Per the detailed placement report, the placed cell area equals 2010 um^2. The antenna diode instance count came out at 0. The largest stage delay on the critical path is 0.56 ns. The worst setup path is launched from an input pin. In this run the core area contains 22 standard-cell rows. The number of flip-flops and latches came out at 0. The total grt overflow is 0. Dividing the detail-routed wire length by the instance count gives 14.4 um. The post-synthesis cell area came out at 1090 um^2. The number of port buffers is 120. The initial DRC count came out at 11. The worst setup path is captured at an output port. The final cycle utilization of the critical path is 0.934. The remaining routing DRC violations came out at 0. The y dimension of the die came out at 82 um. The total count of max-transition violations in the final report is 0.

The layout summary lists the proportion of cells stronger than drive strength 1 as 0.0569. The yosys synthesis warning count is 1. The count of hold buffers inserted by post-cts repair is 0. The aggregate negative setup slack came out at 0 ns. The footprint of the flip-flops and latches is 0 um^2. The type of the setup path with the least slack is in2out.

The chip area in the Yosys report is 1090 um^2. The final setup violation count is 0. The per-cell via count in the routed design is 4.36. Subtracting the final worst setup slack from the clock period gives 3.18 ns. The overall power consumption is 0.131 mW. The number of buffers and inverters on the critical path is 2. Per the layout report, the design carries 0 clock buffers. The leakage component of the power was reported as 0.697 nW. Measured along the x axis, the die boundary spans 82 um. The post-cts resize count came out at 0.

The count of cell instances traversed by the critical path is 5. The final count of hold timing violations is 0. The flow reports an fmax of 0.315 GHz.

In this run, placement finished with an instance count of 294. The class of the tightest hold or removal check is in2out. The core region is 3690 um^2. The total wirelength of the detailed-routed design came out at 4220 um. The number of violations of the max-capacitance limit is 0. The sequential share of the synthesized area came out at 0. The hold-critical path depth is 4. The floorplan die area came out at 6720 um^2. Setup repair after global routing left no endpoint under its margin. The final weighted congestion in routability-driven placement is 0.782. The total number of vias came out at 1282. The global-route wire length before repair came out at 5770 um.
[cells in the mapped netlist, drive strengths merged (5+ instances only)]
library cell	number	area, um^2
a211oi	14	105
a21oi	5	25.0
and3	6	37.5
buf	57	420
clkbuf	5	20.0
nand2	6	35.0
nand2b	9	56.3
nor2	15	56.3
nor3	24	125
nor4	5	80.1
o21ai	8	40.0
xor2	6	52.6
[where the power goes]
part	internal [mW]	leakage, nW	switching (mW)	total (mW)
Combinational	0.0819	0.697	0.0495	0.131
Clock	0	0	0	0
Sequential	0	0	0	0
Total	0.0819	0.697	0.0495	0.131
[logic make-up (layout without fill, tap and decap cells)]
logic type | Yosys count | in the layout | share of synthesized area
simple gates | 67 | 67 | 0.382
buf+inv | 62 | 121 | 0.404
other cells | 1 | 24 | 0.00344
xor+xnor | 6 | 6 | 0.0482
compound gates | 28 | 28 | 0.163
[worst paths after layout]
kind | startpoint | end | slack (ns)
setup / recovery | char6[3] | seg6[11] | 0.22
hold / removal | char4[6] | seg4[2] | 2.36
[placed cells by master, fill, tap and decap left out]
master,count
nor2_1,15
nand3b_2,1
nor4b_2,1
a211oi_1,14
nor4_4,2
nand2_2,5
nor3_1,23
and3_1,6
xor2_1,6
nand2b_1,9
a21oi_1,5
o21a_1,1
nor4_2,3
conb_1,24
o21ai_0,8
buf_4,1
clkdlybuf4s50_1,120
nor3_2,1
nand2_1,1
[tightest hold or removal path: stages]
cell and delay [ns]:
clkdlybuf4s50_1 0.41, nand2_2 0.13, a21oi_1 0.05, clkdlybuf4s50_1 0.40
[layer usage]
metal	global-route usage	share of wire	up-vias
met5	0	0	-
met4	0	0	0
met3	0.0374	0.14	0
met2	0.204	0.50	76
met1	0.112	0.36	548
li1	-	-	658
[layout make-up]
type	count	area, um^2
Fill cell	354	1680
Timing Repair Buffer	121	1210
Multi-Input combinational cell	125	737
Tap cell	48	60.1
[stage by stage]
stage | setup WS (ns) | utilization | hold slack (ns)
global route | 0.0825 | 0.544 | 2.42
CTS | 0.207 | 0.544 | 2.36
finish | 0.223 | 0.544 | 2.36
detailed placement | 0.204 | 0.544 | 2.36
global placement | 0.249 | 0.544 | 2.36
floorplan | 1.21 | - | 1.39
No activity file was given, so power comes from the tool's default toggle rates.
